==> flow/design.v <==
`timescale 1ns / 1ps
module mem_wb_reg(
    input [32:0] entrada,
    input clock,
    input wb_entrada,
    output wb_salida,
    output [32:0] salida
    );
	reg  [32:0] out;
	reg wb;
	always @(posedge clock)
	begin
		out = entrada;
		wb = wb_entrada;
	end
	assign salida = out;
	assign wb_salida = wb;
endmodule
==> flow/run.sh <==
#!/bin/bash
# OpenROAD 26Q1-2900-gdf79404cd8, Yosys 0.63+post, stock flow scripts
make -C /OpenROAD-flow-scripts/flow DESIGN_CONFIG=/design/flow/config.mk WORK_HOME=/design/flow/orfs finish
==> flow/config.mk <==
export PLATFORM = sky130hd
export DESIGN_NAME = mem_wb_reg
export DESIGN_NICKNAME = mem_wb_reg
export VERILOG_FILES = /design/flow/design.v
export SDC_FILE = /design/flow/constraint.sdc
export NUM_CORES = 4
export LEC_CHECK = 1
export CORE_AREA = 10 10 93 93
export DIE_AREA = 0 0 103 103
==> flow/constraint.sdc <==
current_design mem_wb_reg

set clk_period 1.0
set clk_io_pct 0.2

create_clock -name clk0 -period $clk_period [get_ports {clock}]

set non_clock_inputs [all_inputs -no_clocks]
set_input_delay [expr $clk_period * $clk_io_pct] -clock clk0 $non_clock_inputs
set_output_delay [expr $clk_period * $clk_io_pct] -clock clk0 [all_outputs]
==> results.cfg <==
; synthesis and place-and-route metrics
[flow_run]
drv_cap = 0
warning_count = 25

[synth]
ys_ff = 34
synth_chip_area_um2 = 680.7
yosys_cells = 34
top_area_cell = dfxtp_1
synthCells = 34
async_flop_share = 0
synth.most_common_cell = dfxtp_1
synthTopCellsByArea = dfxtp_1 (100%)
ys_warn_count = 1
avgSynthCellArea_um2 = 20.02
synth.distinct_cells = 1
ff_type = dfxtp_1
edf_count = 0
post-synth-top-area-fraction = 1.000
syn_area_um2 = 680.7
top_cells_by_count = dfxtp_1 (34)
ys_seq_share = 1.000

[power_and_ir_drop]
p_total_mw = 2.665
p_per_area_mw_per_mm2 = 1745
power_leakage_nw = 0.6202
peakVddDrop_uv = 515.1

[worst_hold_path]
holdPathStages = 1
hold_path_end = out[21]
hp-class = input port to flip-flop
hp-start = entrada[21]

[floorplanning]
num_io_pins = 69
initCoreUtil = 0.1007
core_mm2 = 0.006756
chipHeight_um = 103
num_rows = 30
die_x_um = 103
chipArea_mm2 = 0.01061

[clock_tree]
numCtsBuffers = 5
clk_path_buf_depth = 2
h-tree-depth = 2
clock-root-buffer = clkbuf_8
cts_tree = built
path_clk_slew_ps = 70
cts_setup_buffers = 0
clock-sinks = 34
hold_buffers = 0

[final_timing]
min_period_ps = 965.4
max_freq_ghz = 1.036
hold_violations = 0
slew_violations = 0
worst_slew_pin_slew_ps = 72.35
rsz0062_at_grt = no
setup_violations = 0
setup_tns_ps = 0
slew_headroom = 0.9516
final.period_utilization = 0.9654

[outcome]
status = finished clean

[placed_design]
port_buffers = 68
place_inst = 182
gp_congestion = 0.6803

[setup_path]
crit_type = flip-flop to output port
crit_family = flip-flops
worstPathCellList = clkdlybuf4s15_1
cp-start-kind = flip-flop
crit_path_max_fanout = 1
slowest_delay_ps = 320
endpoint_kind = output port
cp_slowest_cell = dfxtp_1
arrival_ps = 770
worstPathRequired_ps = 800
critPathBufInv = 1

[global_routing]
antenna_found_initial = 0
grt_usage = 0.04387
grt_max_degree = 11
grt_pass1_vias = 577
grt_pass1_wl_um = 3484
grt_overflow = 0

[layout]
mi_logic_area_um2 = 0
area_delta_synth_final_pct = 124.4
layout-drive-gt1-share = 0.1545
layout.cells.non_filler = 190
comb_cells = 0

[detailed_routing]
ant_nets = 0
num_vias = 503
avgRoutedWirePerCell_um = 12.86
routed_wl_um = 2443
vias_per_cell = 2.647
diodes = 0
drt_iter0_drc = 18
dr.pass1.iters = 4
drcViolationCount = 0
==> per-layer routing <==
layer  share of wire  GRT usage  routed length (um)  up-vias
li1                -          -                   -      252
met1            0.31    0.04320                 760      230
met2            0.60    0.08337                1463       18
met3           0.073    0.01963                 179        3
met4           0.016   0.006417                  40        0
met5               0          0                   0        -
==> worst max path at each step <==
stage                        end  startpoint  cells after the start
after CTS             salida[17]     out[17]                      1
after global routing  salida[10]     out[10]                      1
final                  salida[2]      out[2]                      1
==> logic make-up (layout without fill, tap and decap cells) <==
family   count (synthesis)  in the layout  synth area share
buf+inv                  0             76                 0
flops                   34             34             1.000
==> metrics by stage <==
step	util	cell area, um^2	hold slack (ps)	setup slack [ps]
floorplan	-	680.7	227.7	538.5
global route	0.2261	1528	349.9	0.05929
global placement	0.2163	1461	649.9	9.865
detailed placement	0.2163	1461	651.7	8.161
CTS	0.2296	1551	350.7	2.661
finish	0.2261	1528	361.6	34.62
==> registers in the layout, indices dropped and copies added (netlist names) <==
signal	count
out	33
wb	1
==> cells in the final DEF, fill, tap and decap left out, drive strengths merged <==
master and count:
clkdlybuf4s50 34, dfxtp 34, clkdlybuf4s15 28, clkbuf 11, buf 2, clkinv 1
==> power by group <==
group / internal [mW] / switching [mW]
registers: 1.43 / 0.0166
clock network: 0.555 / 0.443
logic: 0.189 / 0.0339
total: 2.17 / 0.493
==> repair_timing <==
item	CTS	global route
pin swaps	0	0
hold endpoints to repair	0	0
endpoints found under the setup margin	34	7
resized	73	7
==> area by class of cell <==
type / instances / area [um^2]
clock buffers: 7 / 86.33
clock inverters: 1 / 5.005
fillers: 734 / 5229
flip-flops and latches: 34 / 685.7
well taps: 80 / 100.1
repair buffers: 68 / 650.6
Power figures rest on the tool's default switching activity, not on a simulated workload.
