File: design.v
`timescale 1ns / 1ps
module write_back(
    input mem_to_reg,
    input [32:0] mem_data,
    input [32:0] ex_data,
    output [32:0] wb_out
    );
	reg [32:0] aux;
	always @(*)
	begin
		case (mem_to_reg)
		0:
			aux = mem_data;
		1:
			aux = ex_data;		
		endcase
	end
	assign wb_out = aux;
endmodule
File: run.sh
#!/bin/bash
# OpenROAD 26Q1-2900-gdf79404cd8, Yosys 0.63+post, stock flow scripts
make -C /OpenROAD-flow-scripts/flow DESIGN_CONFIG=/design/flow/config.mk WORK_HOME=/design/flow/orfs finish
File: config.mk
export PLATFORM = sky130hd
export DESIGN_NAME = write_back
export DESIGN_NICKNAME = write_back
export VERILOG_FILES = /design/flow/design.v
export SDC_FILE = /design/flow/constraint.sdc
export NUM_CORES = 4
export LEC_CHECK = 1
export CORE_AREA = 10 10 70 70
export DIE_AREA = 0 0 80 80
File: constraint.sdc
current_design write_back

set clk_period 1.0
set clk_io_pct 0.2

create_clock -name clk0 -period $clk_period

set non_clock_inputs [all_inputs -no_clocks]
set_input_delay [expr $clk_period * $clk_io_pct] -clock clk0 $non_clock_inputs
set_output_delay [expr $clk_period * $clk_io_pct] -clock clk0 [all_outputs]
==> flow_summary.rst <==
Physical design figures
=======================

.. list-table::
   :header-rows: 1

   * - Metric
     - Value
   * - Final routed DRC violation total
     - 0
   * - Peak supply drop
     - 153 uV
   * - DR WL met3
     - 369 um
   * - Yosys warnings
     - 1
   * - Flip-flops
     - 0
   * - Floorplan core density
     - 0.163
   * - Area growth from synthesis to layout
     - 184%
   * - Routed via count
     - 700
   * - Area of all sequential standard cells
     - 0 um^2
   * - First-pass iteration count of the detailed router
     - 2
   * - Tally of unique sky130hd cells used after synthesis
     - 4
   * - Number of standard cells reported by yosys
     - 37
   * - Per-cell routed wire length
     - 15.6 um
   * - DRT Wirelength
     - roughly 2900 um
   * - Synth top cell by count
     - sky130_fd_sc_hd__mux2_4
   * - Origin of the worst min-delay path
     - ex_data[6]
   * - Fmax achieved
     - roughly 900 MHz
   * - Unrepaired setup endpoints after global routing
     - yes
   * - Overall global routing resource usage
     - 0.0829
   * - Status
     - finished with violations
   * - Synth Seq Share
     - 0
   * - Core region area
     - 3420 um^2
   * - Global-route wire length before repair
     - 4350 um
   * - Maximum number of pins on one net before global-route repair
     - 10
   * - Gr ovfl total
     - 0
   * - Max-cap violations
     - 0
   * - Residual antenna-violating net count after detailed routing
     - 0
   * - Worst setup path class
     - in2out
   * - Failing checks
     - negative setup slack
   * - Hold-critical path endpoint
     - wb_out[6]
   * - Routed wire length on met2
     - 1330 um
   * - Die outline width
     - 80 um
   * - Initial antenna violation count
     - 0
   * - Number of instances in the synthesized netlist
     - 37
   * - Final antenna diode count
     - 0
   * - Clock buffer count in the final layout
     - 0
   * - Final setup viols
     - 33
   * - Share of cells above drive strength 1
     - 0.522
   * - Largest driver fanout on the critical path
     - 9
   * - Worst-margin pin slew
     - 0.0789 ns
   * - FP Rows
     - 21
   * - CP arrival
     - ~0.89 ns
   * - Worst-case setup margin in the final layout
     - -0.0889 ns
   * - Period minus WS final
     - ~1.1 ns
   * - Fill cells
     - 331
   * - Most frequent cells after synthesis
     - sky130_fd_sc_hd__mux2_4 (30), sky130_fd_sc_hd__buf_12 (3), sky130_fd_sc_hd__mux2_2 (3)
   * - Min-delay worst type
     - in2out
   * - 1st-iter DRT viols
     - 2
   * - Chip Area, Yosys
     - 556 um^2
   * - Number of buffer cells added on primary ports
     - 100
   * - Number of warning messages in the logs
     - 34
   * - Headroom to the max-slew limit
     - 0.947
   * - Combined area of all synthesized cells
     - 556 um^2
   * - Cell depth of the worst min-delay path
     - 3
   * - Endpoint required time on the critical path
     - 0.80 ns
   * - Count of pins over their slew limit
     - 0
   * - Chip height
     - 80 um
   * - Post-route fraction of the period consumed by the critical path
     - 1.09
   * - Final hold viol count
     - 0
   * - I/O Pins
     - 100
   * - Area of the die
     - 6400 um^2
   * - Dominant cell area share
     - 0.811
   * - Pwr dens
     - 393 nW/um^2
   * - TNS Setup
     - -2.48 ns
   * - Drt via density
     - around 3.8
   * - Final core utilization
     - 0.462
   * - Sort of element at the start of the critical path
     - input port
   * - DP Wirelength
     - 2470 um
   * - Top area cell types
     - sky130_fd_sc_hd__mux2_4 (81%), sky130_fd_sc_hd__buf_12 (11%), sky130_fd_sc_hd__mux2_2 (6.1%)
   * - Library cell with the largest summed area after synthesis
     - sky130_fd_sc_hd__mux2_4
   * - Highest metal layer with signal wires
     - met3
   * - Number of global-route vias before repair
     - 797
   * - Kind of end point of the critical path
     - output pin
   * - Routed length on met1
     - 1170 um
   * - Leakage
     - 0.000861 uW
   * - Synth Area per Inst
     - roughly 15 um^2
   * - Routability Congestion
     - 0.794
## final cells by class
| class | count | area, um^2 | share of cell area |
|---|---|---|---|
| Timing Repair Buffer | 105 | 1020 | 0.649 |
| Multi-Input combinational cell | 33 | 495 | 0.314 |
| Tap cell | 46 | 57.6 | 0.0365 |
## how the worst max path moves through the flow
stage / from / end / slack [ns] / cells past startpoint
6_report: mem_to_reg / wb_out[31] / -0.09 / 4
5_1_grt: mem_to_reg / wb_out[23] / -0.11 / 4
4_1_cts: mem_to_reg / wb_out[31] / -0.09 / 4
## per-layer routing
metal  vias up  GRT usage
li1        345          -
met1       304      0.103
met2        51      0.138
met3         0     0.0352
met4         0          0
met5         -          0
## critical path, cell delays in order
cell and delay (ns):
sky130_fd_sc_hd__buf_12 0.13, sky130_fd_sc_hd__buf_16 0.15, sky130_fd_sc_hd__mux2_4 0.30, sky130_fd_sc_hd__buf_6 0.11
## repair_timing
action                                  CTS  global route
gates resized                           190             7
endpoints found under the setup margin   33            33
pin swaps                                 0             0
hold buffers                              0             0
setup buffers                             0             0
cloned                                    3             0
## cell usage in the layout, fill, tap and decap left out
cell / count
sky130_fd_sc_hd__dlygate4sd2_1: 66
sky130_fd_sc_hd__buf_2: 11
sky130_fd_sc_hd__buf_16: 3
sky130_fd_sc_hd__buf_12: 3
sky130_fd_sc_hd__buf_6: 22
sky130_fd_sc_hd__mux2_4: 33
## power breakdown
group	switching, uW	leakage, uW	total [uW]	internal, uW
Clock	0	0	0	0
Sequential	0	0	0	0
Combinational	139	0.000861	619	480
## per-stage QoR
step	setup WS (ns)	power [uW]	hold WS (ns)	cells	cell area, um^2
6_report	-0.0889	619	0.792	184	1580
5_1_grt	-0.105	665	0.809	184	1580
4_1_cts	-0.0888	603	0.799	184	1530
3_5_place_dp	-0.496	674	1.33	181	1580
3_3_place_gp	-0.487	672	1.34	181	1580
2_1_floorplan	0.0617	210	0.498	37	556
## cell families (layout without fill, tap and decap cells)
family                 Yosys count  after routing  share of synthesized area
buffers and inverters            4            105                      0.128
multiplexers                    33             33                      0.872
Power and IR drop assume default switching activity.
