[constraint.sdc]
current_design instruction_fetch

set clk_period 1.9
set clk_io_pct 0.2

create_clock -name clk0 -period $clk_period [get_ports {clock}]

set non_clock_inputs [all_inputs -no_clocks]
set_input_delay [expr $clk_period * $clk_io_pct] -clock clk0 $non_clock_inputs
set_output_delay [expr $clk_period * $clk_io_pct] -clock clk0 [all_outputs]
[design.v]
`timescale 1ns / 1ps
module mux(
    input [10:0] incremento,
    input [10:0] salto,
    input sel,
    output [10:0] value
    );
	 reg [10:0] aux;
	 always @(*)
	 begin
		case (sel)
		0:
			aux = incremento;
		1:
			aux = salto;		
		endcase
	 end
assign value = aux;
endmodule
`timescale 1ns / 1ps
module instruction_fetch(
    input [10:0] pc_salto,
    input clock,
	 input salto_sel,
    input if_flush,
	 input pc_write,
    input if_id_write,
    output [10:0] pc,
    output [32:0] instruccion
    );
	wire [10:0] pc_siguiente;
	wire [10:0] pc_actual;
	wire [10:0] pc_incrementado;
	wire [32:0] inst;
mux u_mux_fetch (
    .incremento(pc_incrementado), 
    .salto(pc_salto), 
    .sel(salto_sel), 
    .value(pc_siguiente)
    );
pc u_pc (
    .clock(clock), 
    .siguiente_pc(pc_siguiente),
	 .enable_pc(pc_write),
    .pc_actual(pc_actual)
    );
inst_mem u_inst_mem (
    .addr(pc_actual), 
    .clock(clock), 
    .inst(inst)
    );
if_id_reg u_if_id_reg (
    .entrada(inst),
	 .enable_if_id(if_id_write),
	 .flush(if_flush),
    .clock(clock), 
    .salida(instruccion)
    );
sumador u_sumador (
    .pc_actual(pc_actual), 
    .pc_incrementado(pc_incrementado)
    );
endmodule
`timescale 1ns / 1ps
module if_id_reg(
    input [31:0] entrada,
	 input clock,
    input enable_if_id,
	 input flush,
	 output [31:0] salida
	 );
	reg  [31:0] out;
	always @(posedge clock)
	begin
		if(enable_if_id)
		begin
			if(flush)
				out = 32'b00000_00000_00000_00000_00000_00000_00;  
			else
				out = entrada;
		end	
	end
	assign salida = out;
endmodule
`timescale 1ns / 1ps
module pc(
    input clock,
	 input [10:0] siguiente_pc,
    input enable_pc,
	 output [10:0] pc_actual
	 );
	reg [10:0] pc_aux = 10'b00000_00000;
	always @(posedge clock)
	begin
		if(enable_pc)
			pc_aux = siguiente_pc;
	end
	assign pc_actual = pc_aux;
endmodule
`timescale 1ns / 1ps
module inst_mem(
    input [10:0] addr,
	 input clock,
    output [31:0] inst
    );
	integer i;
	reg [31:0] memoria [0:2047];
	reg [31:0] aux;
	initial
	begin
		memoria[0] = 32'b00000_00000_00000_00001_10000_00000_01; 	 
		memoria[1] = 32'b00000_00000_00000_00000_10000_00000_01;	 	 
		memoria[2] = 32'b00000_00000_00000_00001_10000_00000_11; 	 
		memoria[3] = 32'b00000_00000_00000_00010_00000_00000_01; 	 
		memoria[4] = 32'b00000_00000_00000_00000_00000_00000_00;		 
		for (i = 5; i < 2048; i=i+1)
			memoria[i] = 32'b00000_00000_00000_00000_00000_00000_00;
	end
	always@(posedge clock)
	begin
		aux = memoria[addr];
	end
	assign inst = aux;
endmodule
`timescale 1ns / 1ps
module sumador(
    input [10:0] pc_actual,
    output [10:0] pc_incrementado
    );
	 reg [10:0] pc_aux;
	 always@(*)
	 begin
		 pc_aux = pc_actual + 1;
	 end
	 assign pc_incrementado = pc_aux;
endmodule
[config.mk]
export PLATFORM = sky130hd
export DESIGN_NAME = instruction_fetch
export DESIGN_NICKNAME = instruction_fetch
export VERILOG_FILES = /design/flow/design.v
export SDC_FILE = /design/flow/constraint.sdc
export NUM_CORES = 4
export LEC_CHECK = 1
export CORE_AREA = 10 10 92 92
export DIE_AREA = 0 0 102 102
export SYNTH_MEMORY_MAX_BITS = 65536
[run.sh]
#!/bin/bash
# OpenROAD 26Q1-2900-gdf79404cd8, Yosys 0.63+post, stock flow scripts
make -C /OpenROAD-flow-scripts/flow DESIGN_CONFIG=/design/flow/config.mk WORK_HOME=/design/flow/orfs finish
==> impl_metrics.py <==
# Metrics from the implementation run
metrics = {
    "run_status": {
        "outcome": "complete, no violations",
    },
    "logic_synthesis": {
        "flop_cell": "edfxtp_1",
        "ys.warnings.count": 19,
        "yosys.cell_count.top_type": "buf_4",
        "post_synth_mux_area_share": 0.00867,
        "synth_top_area_share": 0.370,
        "synth_area_leader_cell": "edfxtp_1",
        "ys_seq_share": 0.447,
        "ys_top_cells_by_area": "edfxtp_1 37%, buf_4 23%, dfxtp_1 7.7%",
        "postSynth.asyncResetShare": 0,
        "synth_stat.cells": 130,
        "yosys.cell_types.count": 25,
        "synth_area_per_cell_sq_um": 9.99,
        "synth.ff_latch_count": 21,
        "logic_family": "buffers and inverters",
        "synthSimpleGateAreaFrac": 0.171,
        "post_synth_most_frequent_cells": "39 x buf_4, 16 x edfxtp_1, 10 x nand2_1",
        "ys_sh_aoi": 0.0694,
        "number_of_enable_flip_flop_cells": 16,
        "syn_inst": 130,
        "synth-area-yosys_sq_um": 1300,
        "yosys.area_share.adder": 0.0385,
        "netlist_area_sq_um": 1300,
        "xor_xnor_share": 0.0202,
    },
    "die": {
        "count_of_standard_cell_rows": 29,
        "die_width_um": 102,
        "design.portCount": 60,
        "initial_utilization": 0.201,
        "die_h_um": 102,
        "design.core.area_sq_um": 6460,
        "fp.dieArea_sq_um": 10400,
    },
    "detailed_routing": {
        "via_per_inst": 3.60,
        "detail_route.iter0.violations": 27,
        "met3_length_um": 173,
        "dr_wl_met2_um": 1140,
        "drc": 0,
        "number_of_iterations_in_the_first_detailed_routing_pass": 4,
        "detail_route.wirelength_um": 2590,
        "met1Wirelength_um": 1240,
        "antenna_cells_inserted": 0,
        "route.antenna.remaining_nets": 0,
        "route.top_layer_used": "met4",
        "route.vias.total": 835,
        "wl_per_cell_um": 11.2,
    },
    "cts": {
        "post_cts_hold_buffer_count": 0,
        "cts_made_buffers": 3,
        "cts-root-to-sink-buffers": 2,
        "path_clk_slew_ns": 0.08,
        "cts_repair_resize_count": 0,
        "cts-root-buf": "clkbuf_8",
        "cts.htree.levels": 1,
        "post-cts-setup-buffers": 0,
        "clk-insertion-delay-late_ns": 0.26,
        "cts.sinks": 21,
        "cts_tree": "built",
    },
    "final_timing": {
        "rsz0062_at_grt": "false",
        "period_minus_slack_ns": 1.71,
        "timing.fmax_ghz": 0.586,
        "fin_hold_ws_ns": 0.520,
        "finalHoldViolations": 0,
        "timing.final.setup_violations": 0,
        "skew_ns": 0.00714,
        "setup_tns_ns": 0,
        "fin_crit_sh": 0.899,
        "total_count_of_max_transition_violations_in_the_final_report": 0,
    },
    "placed_design": {
        "placed_cell_area_sq_um": 1470,
        "port-buffer-count": 20,
        "detailedPlacementHpwl_um": 2150,
        "gp_congestion": 0.805,
    },
    "worst_setup_path": {
        "crit_type": "flop to flop",
        "critPathLaunchType": "flop",
        "critical_path_required_ns": 1.91,
        "cp_max_fo": 7,
        "end_kind": "flop",
        "largest_stage_delay_on_the_critical_path_ns": 0.44,
        "cp_slowest_cell": "edfxtp_1",
        "cp_data_arrival_time_ns": 1.72,
        "chain_of_cells_forming_the_critical_path": "ha_1, nand3_2, o311a_1, a221o_1",
    },
    "final_layout": {
        "final_layout_size_suffix_gt1_frac": 0.0710,
        "post-route-util": 0.234,
        "areaGrowthSynthToFinish_pct": 16.6,
        "fillCellCount": 686,
        "post-route-cell-area_sq_um": 1510,
    },
    "grt": {
        "grt_start_max_net_pins": 13,
        "antenna_found_initial": 0,
        "grt_pass1_vias": 937,
        "grt_first_pass_wirelength_um": 4160,
        "aggregate_global_routing_overflow": 0,
        "grtUsageTotal": 0.0479,
    },
    "flow_run": {
        "max-cap-violations": 0,
        "warning_count": 28,
    },
    "worst_hold_path": {
        "holdCritPathClass": "flop to flop",
    },
    "pwr": {
        "power.density_nw_per_um2": 631,
        "totalPowerFinal_mw": 0.955,
        "total_leakage_power_nw": 0.607,
        "peakVddDrop_v": 0.000199,
    },
}
-- final timing paths --
kind | from | to | slack, ns | depth (start not counted)
hold reg to reg | u_inst_mem.aux[11] | u_if_id_reg.out[11] | 0.52 | 1
setup reg to reg | u_pc.pc_aux[1] | u_pc.pc_aux[8] | 0.19 | 4
hold / removal | u_inst_mem.aux[11] | u_if_id_reg.out[11] | 0.52 | 1
setup / recovery | u_pc.pc_aux[1] | u_pc.pc_aux[8] | 0.19 | 4
-- state kept, by name (all words and copies together), names as in the netlist --
| name | flops |
|---|---|
| u_if_id_reg.out | 5 |
| u_inst_mem.aux | 5 |
| u_pc.pc_aux | 11 |
-- critical path: cells and delay by family, from the launching register on --
| kind | cells | cell delay [ns] |
|---|---|---|
| compound gates | 2 | 0.62 |
| fa+ha+maj | 1 | 0.24 |
| flops | 1 | 0.44 |
| simple gates | 1 | 0.17 |
-- metal layers --
layer,vias up,track usage
met5,-,0
met4,0,0.00759
met3,2,0.0130
met2,35,0.0770
met1,372,0.0647
li1,426,-
-- stage by stage --
stage / setup slack, ns / std cells
6_report: 0.192 / 232
5_1_grt: 0.0941 / 232
4_1_cts: 0.191 / 232
3_5_place_dp: 0.141 / 228
3_3_place_gp: 0.168 / 228
2_1_floorplan: 0.298 / 168
-- cell type report --
class                      instances  area, sq um  area share
clock buffer                       3         41.3      0.0273
clock inverter                     1         5.00     0.00331
inverter                           4         15.0     0.00992
multi-input combinational        102          546       0.360
sequential                        21          581       0.383
tap                               77         96.3      0.0636
timing repair buffer              24          230       0.152
-- kinds of logic (layout without fill, tap and decap cells) --
kind of cell             count (synthesis)  count (layout)
flip-flops                              21              21
buffers and inverters                   45              32
other                                    1              39
XOR/XNOR                                 3               3
AND-OR/OR-AND                           13              13
multiplexers                             1               1
AND/OR/NAND/NOR                         42              42
adder cells (fa/ha/maj)                  4               4
-- power by group --
group / switching, mW / leakage [nW] / total, mW / internal [mW]
Clock: 0.139 / 0.0255 / 0.285 / 0.146
Sequential: 0.0252 / 0.201 / 0.547 / 0.522
Combinational: 0.0577 / 0.381 / 0.123 / 0.0656
-- cell usage in the layout, fill, tap and decap left out, drive strengths merged, types with 5 or more instances in the layout --
master          n
dfxtp           5
nor2            7
or4             5
nand3           8
conb           39
nand2          10
clkdlybuf4s50  20
nor2b           5
edfxtp         16
Power figures rest on the tool's default switching activity, not on a simulated workload.
